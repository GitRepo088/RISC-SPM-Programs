`flow/config.mk`:
```
export PLATFORM = sky130hd
export DESIGN_NAME = Multiplexer_5ch
export DESIGN_NICKNAME = Multiplexer_5ch
export VERILOG_FILES = /design/flow/design.v
export SDC_FILE = /design/flow/constraint.sdc
export NUM_CORES = 4
export LEC_CHECK = 1
export CORE_AREA = 10 10 70 70
export DIE_AREA = 0 0 80 80
```
`flow/constraint.sdc`:
```
current_design Multiplexer_5ch

set clk_period 3.0
set clk_io_pct 0.2

create_clock -name clk0 -period $clk_period

set non_clock_inputs [all_inputs -no_clocks]
set_input_delay [expr $clk_period * $clk_io_pct] -clock clk0 $non_clock_inputs
set_output_delay [expr $clk_period * $clk_io_pct] -clock clk0 [all_outputs]
```
`flow/design.v`:
```
module Memory_Unit 
#(
    parameter word_size = 8, memory_size = 256
)(
    output [word_size-1: 0] data_out, 
    input [word_size-1: 0] data_in, address, 
    input clk, write
);
    reg [word_size-1: 0] memory [memory_size-1: 0];
    assign data_out = memory[address];
    always @ (posedge clk)
        if (write) 
		memory[address] = data_in;
endmodule
module Alu_RISC(alu_zero_flag, alu_out, data_1, data_2, sel);
 parameter word_size = 8;
 parameter op_size = 4;
 parameter NOP = 4'b0000;
 parameter ADD = 4'b0001;
 parameter SUB = 4'b0010;
 parameter AND = 4'b0011;
 parameter NOT = 4'b0100;
 parameter RD  = 4'b0101;
 parameter WR  = 4'b0110;
 parameter BR  = 4'b0111;
 parameter BRZ = 4'b1000;
 output alu_zero_flag;
 output [word_size-1:0] alu_out;
 input  [word_size-1:0] data_1, data_2;
 input  [op_size-1:0] sel;
 reg alu_out;
 assign alu_zero_flag = ~|alu_out;
 always @(sel or data_1 or data_2)
   case(sel)
    NOP: alu_out = 0;
    ADD: alu_out = data_1 + data_2;  
    SUB: alu_out = data_2 - data_1;
    AND: alu_out = data_1 & data_2; 
    NOT: alu_out = ~data_2; 
    default: alu_out = 0;
   endcase
endmodule
module Register_Z (
    output reg  data_out,
    input   data_in, load, clk, rst
);
    always @ (posedge clk or negedge rst)
        if (rst == 0) 
            data_out <= 0; 
        else if (load == 1)
            data_out <= data_in;
endmodule
module Register_Unit #(
    parameter ws = 8
) (
    output reg [ws-1: 0] data_out,
    input [ws-1: 0] data_in,
    input load,
    input clk, rst
);
    always @ (posedge clk or negedge rst)
        if (rst == 0) 
            data_out <= 0; 
        else if (load) 
            data_out <= data_in;
endmodule
module Address_Register #(
    parameter ws = 8
) (
    output reg[ws-1: 0] data_out,
    input [ws-1: 0] data_in,
    input load,
    input clk, rst
);
    always @ (posedge clk or negedge rst)
    if (rst == 0) 
        data_out <= 0; 
    else if (load) 
        data_out <= data_in;
endmodule
module Instruction_Register #(
  parameter ws = 8
) (
    output reg [ws-1: 0] data_out,
    input [ws-1: 0] data_in,
    input load,
    input clk, rst
);
    always @ (posedge clk or negedge rst)
    if (rst == 0) 
        data_out <= 0; 
    else if (load) 
        data_out <= data_in; 
endmodule
module Program_Counter #(
    parameter ws = 8
) (
    output reg [ws-1: 0] count,
    input [ws-1: 0] data_in,
    input Load_PC,
    input Inc_PC,
    input clk, rst
);
    always @ (posedge clk or negedge rst)
        if(rst == 0) 
            count <= 0; 
        else if(Load_PC) 
            count <= data_in; 
        else if(Inc_PC) 
            count <= count +1;
endmodule
module Multiplexer_3ch #(
    parameter ws = 8
) (
    output [ws-1: 0] mux_out,
    input [ws-1: 0] data_a, 
    input [ws-1: 0] data_b, 
    input [ws-1: 0] data_c,
    input [1: 0] sel
);
    assign mux_out = (sel == 0) ? data_a: 
        (sel == 1) ? data_b : 
        (sel == 2) ? data_c:
        'bx;
endmodule
module Multiplexer_5ch #(
    parameter ws = 8
) (
    output [ws-1: 0] mux_out,
    input [ws-1: 0] data_a,
    input [ws-1: 0] data_b,
    input [ws-1: 0] data_c,
    input [ws-1: 0] data_d,
    input [ws-1: 0] data_e,
    input [2: 0] sel
);
      assign  mux_out = (sel == 0) ? data_a: 
        (sel == 1) ? data_b :
        (sel == 2) ? data_c :
        (sel == 3)? data_d :
        (sel == 4)? data_e :
        'bx;
endmodule
module Processing_Unit #(
    parameter word_size = 8,
    op_size = 4,
    Sel1_size = 3,
    Sel2_size = 2
) (
    output[word_size-1: 0] instruction,
    output Zflag,
    output[word_size-1: 0] address, 
    output[word_size-1: 0] Bus_1,
    input [word_size-1: 0] mem_word,
    input Load_R0,
    input Load_R1, 
    input Load_R2, 
    input Load_R3, 
    input Load_PC, 
    input Inc_PC,
    input [Sel1_size-1: 0] Sel_Bus_1_Mux,
    input Load_IR, Load_Add_R, Load_Reg_Y, Load_Reg_Z,
    input [Sel2_size-1: 0] Sel_Bus_2_Mux,
    input clk, rst
);
    wire [word_size-1: 0] Bus_2;
    wire [word_size-1: 0] R0_out, R1_out, R2_out, R3_out;
    wire [word_size-1: 0] PC_count, Y_value, alu_out;
    wire alu_zero_flag;
    wire [op_size-1 : 0] opcode = instruction [word_size-1: word_size-op_size];
    Register_Unit R0(R0_out, Bus_2, Load_R0, clk, rst);
    Register_Unit R1(R1_out, Bus_2, Load_R1, clk, rst);
    Register_Unit R2(R2_out, Bus_2, Load_R2, clk, rst);
    Register_Unit R3(R3_out, Bus_2, Load_R3, clk, rst);
    Register_Unit Reg_Y(Y_value, Bus_2, Load_Reg_Y, clk, rst);
    D_flop Reg_Z(Zflag, alu_zero_flag, Load_Reg_Z, clk, rst);
    Address_Register Add_R(address, Bus_2, Load_Add_R, clk, rst);
    Instruction_Register IR(instruction, Bus_2, Load_IR, clk, rst);
    Program_Counter PC(PC_count, Bus_2, Load_PC, Inc_PC, clk, rst);
    Multiplexer_5ch Mux_1(Bus_1, R0_out, R1_out, R2_out, R3_out, PC_count, Sel_Bus_1_Mux);
    Multiplexer_3ch Mux_2(Bus_2, alu_out, Bus_1, mem_word, Sel_Bus_2_Mux);
    Alu_RISC ALU(alu_zero_flag, alu_out, Y_value, Bus_1, opcode);
endmodule
module Control_Unit (
    Load_R0, Load_R1,
    Load_R2, Load_R3,
    Load_PC, Inc_PC,
    Sel_Bus_1_Mux, Sel_Bus_2_Mux,
    Load_IR, Load_Add_R, Load_Reg_Y, Load_Reg_Z,
    write, instruction, zero, clk, rst
);
    parameter word_size = 8, op_size = 4, state_size = 4;
    parameter src_size = 2, dest_size = 2, Sel1_size = 3, Sel2_size = 2;
    parameter S_idle = 0, S_fet1 = 1, S_fet2 = 2, S_dec = 3;
    parameter S_ex1 = 4, S_rd1 = 5, S_rd2 = 6;
    parameter S_wr1 = 7, S_wr2 = 8, S_br1 = 9, S_br2 = 10, S_halt = 11;
    parameter NOP = 0, ADD = 1, SUB = 2, AND = 3, NOT = 4;
    parameter RD = 5, WR = 6, BR = 7, BRZ = 8;
    parameter R0 = 0, R1 = 1, R2 = 2, R3 = 3;
    output Load_R0, Load_R1, Load_R2, Load_R3;
    output Load_PC, Inc_PC;
    output [Sel1_size-1: 0] Sel_Bus_1_Mux;
    output Load_IR, Load_Add_R;
    output Load_Reg_Y, Load_Reg_Z;
    output [Sel2_size-1: 0] Sel_Bus_2_Mux;
    output write;
    input [word_size-1: 0] instruction;
    input zero;
    input clk, rst;
    reg [state_size-1: 0] state, next_state;
    reg Load_R0, Load_R1, Load_R2, Load_R3, Load_PC, Inc_PC;
    reg Load_IR, Load_Add_R, Load_Reg_Y;
    reg Sel_ALU, Sel_Bus_1, Sel_Mem;
    reg Sel_R0, Sel_R1, Sel_R2, Sel_R3, Sel_PC;
    reg Load_Reg_Z, write;
    reg err_flag;
    wire [op_size-1: 0] opcode = instruction [word_size-1: word_size - op_size];
    wire [src_size-1: 0] src = instruction [src_size + dest_size -1: dest_size];
    wire [dest_size-1: 0] dest = instruction [dest_size-1: 0];
assign Sel_Bus_1_Mux[Sel1_size-1:0] =
       Sel_R0 ? 0 :
       Sel_R1 ? 1 :
       Sel_R2 ? 2 :
       Sel_R3 ? 3 :
       Sel_PC ? 4 : 3'bx;    
assign Sel_Bus_2_Mux[Sel2_size-1:0] =
       Sel_ALU ? 0 :
       Sel_Bus_1 ? 1 :
       Sel_Mem ? 2 : 2'bx;
always @(posedge clk or negedge rst) begin : State_transitions
    if (rst == 0)
        state <= S_idle;
    else
        state <= next_state;
end
always @(state or opcode or src or dest or zero) begin : Output_and_next_state
    Sel_R0 = 0;  Sel_R1 = 0;  Sel_R2 = 0;  Sel_R3 = 0;  Sel_PC = 0;
    Load_R0 = 0; Load_R1 = 0; Load_R2 = 0; Load_R3 = 0; Load_PC = 0;
    Load_IR = 0; Load_Add_R = 0; Load_Reg_Y = 0; Load_Reg_Z = 0;
    Inc_PC = 0;
    Sel_Bus_1 = 0;
    Sel_ALU = 0;
    Sel_Mem = 0;
    write = 0;
    err_flag = 0;    
    next_state = state;
    case (state)
        S_idle:
            next_state = S_fet1;
        S_fet1: begin
            next_state = S_fet2;
            Sel_PC = 1;
            Sel_Bus_1 = 1;
            Load_Add_R = 1;
        end
        S_fet2: begin
            next_state = S_dec;
            Sel_Mem = 1;
            Load_IR = 1;
            Inc_PC = 1;
        end
	S_dec:
    case (opcode)
        NOP:
            next_state = S_fet1;
        ADD, SUB, AND: begin
            next_state = S_ex1;
            Sel_Bus_1 = 1;
            Load_Reg_Y = 1;
            case (src)
                R0: Sel_R0 = 1;
                R1: Sel_R1 = 1;
                R2: Sel_R2 = 1;
                R3: Sel_R3 = 1;
                default: err_flag = 1;
            endcase
        end  
        NOT: begin
            next_state = S_fet1;
            Load_Reg_Z = 1;
            Sel_Bus_1 = 1;
            Sel_ALU = 1;
            case (src)
                R0: Sel_R0 = 1;
                R1: Sel_R1 = 1;
                R2: Sel_R2 = 1;
                R3: Sel_R3 = 1;
                default: err_flag = 1;
            endcase
            case (dest)
                R0: Load_R0 = 1;
                R1: Load_R1 = 1;
                R2: Load_R2 = 1;
                R3: Load_R3 = 1;
                default: err_flag = 1;
            endcase
        end  
        RD: begin
            next_state = S_rd1;
            Sel_PC = 1;
            Sel_Bus_1 = 1;
            Load_Add_R = 1;
        end  
        WR: begin
            next_state = S_wr1;
            Sel_PC = 1;
            Sel_Bus_1 = 1;
            Load_Add_R = 1;
        end  
        BR: begin
            next_state = S_br1;
            Sel_PC = 1;
            Sel_Bus_1 = 1;
            Load_Add_R = 1;
        end  
        BRZ: if (zero == 1) begin
            next_state = S_br1;
            Sel_PC = 1;
            Sel_Bus_1 = 1;
            Load_Add_R = 1;
        end  
        else begin
            next_state = S_fet1;
            Inc_PC = 1;
        end
        default:
            next_state = S_halt;
    endcase  
S_ex1: begin
    next_state = S_fet1;
    Load_Reg_Z = 1;
    Sel_ALU = 1;
    case (dest)
        R0: begin
            Sel_R0 = 1;
            Load_R0 = 1;
        end
        R1: begin
            Sel_R1 = 1;
            Load_R1 = 1;
        end
        R2: begin
            Sel_R2 = 1;
            Load_R2 = 1;
        end
        R3: begin
            Sel_R3 = 1;
            Load_R3 = 1;
        end
        default:
            err_flag = 1;
    endcase
end
S_rd1: begin
    next_state = S_rd2;
    Sel_Mem = 1;
    Load_Add_R = 1;
    Inc_PC = 1;
end
S_wr1: begin
    next_state = S_wr2;
    Sel_Mem = 1;
    Load_Add_R = 1;
    Inc_PC = 1;
end
S_rd2: begin
    next_state = S_fet1;
    Sel_Mem = 1;
    case (dest)
        R0: Load_R0 = 1;
        R1: Load_R1 = 1;
        R2: Load_R2 = 1;
        R3: Load_R3 = 1;
        default: err_flag = 1;
    endcase
end
S_wr2: begin
    next_state = S_fet1;
    write = 1;
    case (src)
        R0: Sel_R0 = 1;
        R1: Sel_R1 = 1;
        R2: Sel_R2 = 1;
        R3: Sel_R3 = 1;
        default: err_flag = 1;
    endcase
end
S_br1: begin
    next_state = S_br2;
    Sel_Mem = 1;
    Load_Add_R = 1;
end
S_br2: begin
    next_state = S_fet1;
    Sel_Mem = 1;
    Load_PC = 1;
end
S_halt:
    next_state = S_halt;
default:
    next_state = S_idle;
endcase
end
endmodule
module RISC_SPM #(
    parameter word_size = 8,
    Sel1_size = 3,
    Sel2_size = 2
) (
    input clk, rst
);
    wire [Sel1_size-1: 0] Sel_Bus_1_Mux;
    wire [Sel2_size-1: 0] Sel_Bus_2_Mux;
    wire zero;
    wire [word_size-1: 0] instruction, address, Bus_1, mem_word;
    wire Load_R0, Load_R1, Load_R2, Load_R3, Load_PC, Inc_PC, Load_IR;   
    wire Load_Add_R, Load_Reg_Y, Load_Reg_Z;
    wire write;
    Processing_Unit M0_Processor (instruction, zero, address, Bus_1, mem_word, Load_R0, Load_R1,
        Load_R2, Load_R3, Load_PC, Inc_PC, Sel_Bus_1_Mux, Load_IR, Load_Add_R, Load_Reg_Y,
        Load_Reg_Z,  Sel_Bus_2_Mux, clk, rst);
    Control_Unit M1_Controller (Load_R0, Load_R1, Load_R2, Load_R3, Load_PC, Inc_PC, 
        Sel_Bus_1_Mux, Sel_Bus_2_Mux , Load_IR, Load_Add_R, Load_Reg_Y, Load_Reg_Z, 
        write, instruction, zero, clk, rst);
    Memory_Unit M2_SRAM (
        .data_out(mem_word), 
        .data_in(Bus_1), 
        .address(address), 
        .clk(clk),
        .write(write) );
endmodule
```
`flow/run.sh`:
```
#!/bin/bash
# OpenROAD 26Q1-2900-gdf79404cd8, Yosys 0.63+post, stock flow scripts
make -C /OpenROAD-flow-scripts/flow DESIGN_CONFIG=/design/flow/config.mk WORK_HOME=/design/flow/orfs finish
```
==> impl_metrics.tcl <==
# metrics dict for downstream scripts
set metrics [dict create \
    postCtsHoldBufs 0 \
    wirelength_mm 2.00 \
    antenna_found_initial 0 \
    port_buffers 51 \
    grt_pass1_vias 603 \
    wl_per_cell_um 14.6 \
    finalHoldViolCount 0 \
    num_vias 541 \
    powerDensity_nw_per_um2 134 \
    worst_pin_slew_ps 383 \
    fin_crit_sh_pct 96.1 \
    clkbuf_count 0 \
    slew_viol_final 0 \
    combGateArea_um2 314 \
    coreArea_um2 3420 \
    rows 21 \
    ant_nets 0 \
    synth_chip_area_um2 350 \
    die_h_um 80 \
    crit_arrival_ps 2280 \
    syn2layout_area_growth_pct 162 \
    period_needed_ps 2880 \
    track_usage_pct 5.91 \
    initCoreUtil_pct 10.3 \
    p_leak_nw 0.337 \
    drtIter0Drc 6 \
    worst_setup_path_start_kind "input port" \
    grt_max_degree 9 \
    grt_first_pass_wirelength_mm 3.08 \
    dieArea_um2 6400 \
    ys_types 10 \
    die_w_um 80 \
    overflow 0 \
    peakVddDrop_v 0.0000392 \
    holdPathStages 4 \
    hpwl_mm 1.77 \
    area_leaders "o211ai_2 (29%), mux2i_1 (23%), a32oi_1 (20%)" \
    synth_top_area_share_pct 28.6 \
    run_status "finished clean" \
    log.warning_count 32 \
    io_pins 51 \
    drive_gt1_share_pct 16.5 \
    rsz0062_at_grt "no" \
    yosysCellCount 39 \
    cp.required_ps 2400 \
    cap_violations 0 \
    via_per_inst 3.95 \
    yosysWarnings 0 \
    flops 0 \
    crit_fanout 8 \
    min_from "data_a[7]" \
    max_freq_mhz 347 \
    antenna_cells 0 \
    tns_ps 0 \
    netlist_area_um2 350 \
    top_area_cell "o211ai_2" \
    slew-limit-headroom_pct 74.4 \
    fill_cells 368 \
    gp_congestion 0.803 \
    holdPathEnd "mux_out[7]" \
    hold_class "input port to output pin" \
    synthCells 39 \
    critical_path_class "input port to output pin" \
    setup_viol 0 \
    ys_seq_share_pct 0 \
    worstSetupEndpointType "output pin" \
    hold_ws_ps 2130 \
    drt_pass1_iterations 2 \
    drc_errors 0 \
    seqCellArea_um2 0 \
    avgSynthCellArea_um2 8.98 \
]
## logic make-up (layout without fill, tap and decap cells)
family                 count (synthesis)  in the layout  synth area share [%]
buffers and inverters                  4             56                  11.8
muxes                                  8              8                  22.9
and+or+nand+nor                       11             11                  16.8
AOI/OAI and AO/OA                     16             16                  48.6
## synthesized netlist by cell type
library cell	count
a32oi_1	8
buf_6	2
clkbuf_2	1
clkbuf_8	1
mux2i_1	8
nand2_1	8
nand2b_1	1
nor2_2	1
nor3_4	1
o211ai_2	8
## stage by stage
step / power [mW] / instances / worst slack (ps) / util [%] / instance area, um^2
5_1_grt: 0.134 / 137 / 20.7 / 26.9 / 920
2_1_floorplan: 0.0387 / 39 / 1240 / - / 350
6_report: 0.124 / 137 / 118 / 26.9 / 920
3_3_place_gp: 0.125 / 137 / 110 / 26.8 / 915
3_5_place_dp: 0.124 / 137 / 77.0 / 26.8 / 915
4_1_cts: 0.125 / 137 / 60.1 / 26.8 / 915
## layout by cell type, fill, tap and decap left out
master,synthesis,final
nand2_1,8,8
clkdlybuf4s50_1,0,51
nor2_4,0,1
buf_4,0,5
a32oi_1,8,8
nor3_4,1,1
o211ai_2,8,8
nand2b_1,1,1
mux2i_1,8,8
## worst max-delay path, cell delays in order
cell and delay [ps]:
clkdlybuf4s50_1 590, nand2b_1 240, buf_4 190, o211ai_2 170
clkdlybuf4s50_1 490
## area by class of cell
type	instances	area share, %
repair buffers	56	59.6
multi-input cells	35	34.1
well taps	46	6.26
## what timing repair did
item	4_1_cts	5_1_grt
gates resized	0	1
endpoints found under the setup margin	0	5
buffers inserted	0	0
## report_power, final
part	switching (mW)	total, mW	internal [mW]
logic	0.0359	0.124	0.0877
clock network	0	0	0
registers	0	0	0
total	0.0359	0.124	0.0877
## routing by layer
metal / vias up / wire (um) / global-route usage, %
met4: 0 / 0 / 0
met3: 0 / 253 / 2.39
met1: 237 / 907 / 7.78
met5: - / 0 / 0
met2: 33 / 841 / 9.39
li1: 271 / - / -
## worst max-delay path by stage
stage / slack, ps / endpoint / from
final: 120 / mux_out[4] / sel[2]
after global routing: 20 / mux_out[2] / sel[2]
after CTS: 60 / mux_out[4] / sel[2]
No activity file was given, so power comes from the tool's default toggle rates.
